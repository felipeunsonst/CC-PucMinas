$ cat flow/run.sh
#!/bin/bash
# OpenROAD 26Q1-2900-gdf79404cd8, Yosys 0.63+post, stock flow scripts
make -C /OpenROAD-flow-scripts/flow DESIGN_CONFIG=/design/flow/config.mk WORK_HOME=/design/flow/orfs finish
$ cat flow/config.mk
export PLATFORM = sky130hd
export DESIGN_NAME = RAM8x16
export DESIGN_NICKNAME = RAM8x16
export VERILOG_FILES = /design/flow/design.v
export SDC_FILE = /design/flow/constraint.sdc
export NUM_CORES = 4
export LEC_CHECK = 1
export CORE_UTILIZATION = 30
$ cat flow/constraint.sdc
current_design RAM8x16

set clk_period 1.5
set clk_io_pct 0.2

create_clock -name clk0 -period $clk_period [get_ports {clk}]

set non_clock_inputs [all_inputs -no_clocks]
set_input_delay [expr $clk_period * $clk_io_pct] -clock clk0 $non_clock_inputs
set_output_delay [expr $clk_period * $clk_io_pct] -clock clk0 [all_outputs]
$ cat flow/design.v
module RAM1x4(
    input clk,
    input clr,
    input rw,
    input addr,
    input [3:0] data_in,
    output reg [3:0] data_out
);
    reg [3:0] mem;
    always @(posedge clk or posedge clr) begin
        if (clr)
            mem <= 4'b0000;
        else if (addr && rw)  
            mem <= data_in;
    end
    always @(negedge clk) begin
        if (addr && !rw)  
            data_out <= mem;
        else
            data_out <= 4'bz;
    end
endmodule
module RAM1x8(
    input clk,
    input clr,
    input rw,
    input addr,
    input [7:0] data_in,
    output [7:0] data_out
);
    wire [3:0] low, high;
    RAM1x4 low_bits(clk, clr, rw, addr, data_in[3:0], low);
    RAM1x4 high_bits(clk, clr, rw, addr, data_in[7:4], high);
    assign data_out = {high, low};
endmodule
module RAM2x8(
    input clk,
    input clr,
    input rw,
    input [0:0] addr,
    input [7:0] data_in,
    output [7:0] data_out
);
    wire [7:0] out0, out1;
    RAM1x8 ram0(clk, clr, rw & ~addr, 1'b1, data_in, out0);
    RAM1x8 ram1(clk, clr, rw &  addr, 1'b1, data_in, out1);
    assign data_out = addr ? out1 : out0;
endmodule
module RAM4x8(
    input clk,
    input clr,
    input rw,
    input [1:0] addr,
    input [7:0] data_in,
    output [7:0] data_out
);
    wire [7:0] out0, out1;
    RAM2x8 ram0(clk, clr, rw & ~addr[1], addr[0], data_in, out0);
    RAM2x8 ram1(clk, clr, rw &  addr[1], addr[0], data_in, out1);
    assign data_out = addr[1] ? out1 : out0;
endmodule
module RAM8x8(
    input clk,
    input clr,
    input rw,
    input [2:0] addr,
    input [7:0] data_in,
    output [7:0] data_out
);
    wire [7:0] out0, out1;
    RAM4x8 ram0(clk, clr, rw & ~addr[2], addr[1:0], data_in, out0);
    RAM4x8 ram1(clk, clr, rw &  addr[2], addr[1:0], data_in, out1);
    assign data_out = addr[2] ? out1 : out0;
endmodule
module RAM4x16(
    input clk,
    input clr,
    input rw,
    input [1:0] addr,
    input [15:0] data_in,
    output [15:0] data_out
);
    wire [7:0] out_low, out_high;
    RAM4x8 ram_low(clk, clr, rw, addr, data_in[7:0], out_low);
    RAM4x8 ram_high(clk, clr, rw, addr, data_in[15:8], out_high);
    assign data_out = {out_high, out_low};
endmodule
module RAM8x16(
    input clk,
    input clr,
    input rw,
    input [2:0] addr,
    input [15:0] data_in,
    output [15:0] data_out
);
    wire [15:0] out0, out1;
    RAM4x16 ram0(clk, clr, rw & ~addr[2], addr[1:0], data_in, out0);
    RAM4x16 ram1(clk, clr, rw &  addr[2], addr[1:0], data_in, out1);
    assign data_out = addr[2] ? out1 : out0;
endmodule
==> flow_summary.yaml <==
# flow metrics
sta:
  slew-limit-headroom_pct: 73.8
  fin_worst_skew_ns: 0.0623
  setup_ws_ns: -1.28
  finalHoldViolCount: 0
  setup_violations: 16
  rsz0062_at_grt: "true"
  worst_pin_slew_ns: 0.393
  slew_violations: 0
synthesis:
  synth-area-yosys_um2: 8510
  syn_avg_cell_area_um2: 18.3
  ys_seq_share_pct: 67.7
  syn_inst: 464
  ys.flops: 256
  yosys_warnings: 2
  ys_cells: 464
  yosysUniqueCellTypes: 15
  syn_area_um2: 8510
power:
  power_uw: 18500
  ir_drop_v: 0.000658
  pwr_density_cell_nw_per_um2: 1680
  power_leakage_uw: 0.00513
clock_tree:
  cts_sinks: 256
  cts-root-buf: "clkbuf_16"
  htree_levels: 1
  cts_hold_buf: 0
  ctsLongestPathBuffers: 3
  clock_latency_ns: 0.57
  cts_tree: "done"
  path_clk_slew_ns: 0.06
  numCtsBuffers: 26
detailed_routing:
  vias: 4535
  detail_route.iter0.violations: 152
  drc: 0
  vias_per_cell: 4.24
  wl_um: 15900
  antenna_cells: 0
  ant_nets: 0
  wl_per_cell_um: 14.8
  drtPass1Iterations: 4
floorplan:
  die_h_um: 170
  pin_count: 38
  num_rows: 61
  die_area_um2: 29000
  core_area_um2: 27900
  fp_util_pct: 30.6
  die_w_um: 170
flow_run:
  maxCapViolCount: 0
  openroad.warnings: 156
finish:
  fillers: 2461
  logic_area_um2: 2600
  ff_latch_area_um2: 5770
  syn2layout_area_growth_pct: 29.3
  utilization_pct: 39.5
  layout-drive-gt1-share_pct: 39.8
global_route:
  grt_remaining_overflow: 0
  grt_pass1_wl_um: 26300
  grt_usage_pct: 12.2
  antenna_found_initial: 0
  grt_pass1_vias: 4915
  grt_max_degree: 73
setup_path:
  cp.arrival_ns: 2.48
  r2r_cells: 0
  crit_path_start_kind: "register"
  cp_max_fo: 1
  reg2reg_to: "ram0.ram_high.ram1.ram0.low_bits.data_out[1]"
  reg2reg_from: "ram0.ram_high.ram1.ram0.low_bits.mem[1]"
  r2r_slack_ns: 0.29
  critical_path.endpoint: "data_out[8]"
  required_ns: 1.20
  worstSetupStartpoint: "ram0.ram_high.ram1.ram1.low_bits.data_out[0]"
  crit_type: "reg -> out"
  endpoint_kind: "output pin"
placement:
  place_ws_ns: -1.01
  io_buffers: 37
  hpwl_um: 10000
  gp_routability_congestion: 0.764
run_status:
  violations: "negative setup slack"
  outcome: "finished, violations left"
worst_hold_path:
  min_path_type: "in -> async"
critical path: stages, from the launching register on:
cell and delay (ns):
dfxtp_1 0.29, mux4_2 0.46, mux2_4 0.30, buf_2 0.11
timing repair:
action                                 in CTS  in global routing
pin swaps                                   0                  0
setup buffers                               1                  0
setup endpoints to repair                  48                 16
resized                                    73                  0
endpoints found under the hold margin       0                  0
cloned                                      1                  0
where the power goes:
group | internal (µW) | switching (µW)
Combinational | 1340 | 601
Clock | 4310 | 3320
Sequential | 8440 | 517
Total | 14100 | 4440
layout make-up:
type	instances	share of cell area [%]
repair buffers	74	7.38
inverters	1	0.0682
flip-flops and latches	256	52.4
clock buffers	40	7.32
clock inverters	136	4.96
well taps	378	4.30
multi-input cells	184	23.6
per-layer routing:
layer	wire length, µm	GRT usage (%)
met1	7110	17.7
met3	995	3.50
met5	0	0
met4	246	2.04
met2	7530	19.1
worst min-delay path by stage:
stage,to,slack [ns],depth (start not counted)
4_1_cts,ram1.ram_high.ram0.ram1.low_bits.mem[3],0.26,3
5_1_grt,ram1.ram_high.ram1.ram1.low_bits.mem[0],0.28,3
6_report,ram1.ram_high.ram0.ram1.low_bits.mem[3],0.25,3
cells in the mapped netlist (all sizes together):
cell / number / area share (%)
nand4b: 3 / 0.84
nor4b: 1 / 0.28
mux4: 32 / 9.5
buf: 22 / 1.8
inv: 2 / 0.088
dfxtp: 128 / 30
dfrtp: 128 / 38
nand4: 1 / 0.25
and4bb: 3 / 0.44
mux2: 144 / 19
logic make-up (layout without fill, tap and decap cells):
kind of cell	count (synthesis)	after routing	synth area share, %
muxes	176	176	28.5
DFF	256	256	67.7
and+or+nand+nor	8	8	1.81
buffers and inverters	24	251	1.91
cell usage in the layout, fill, tap and decap left out, drive strengths merged:
| master | count |
|---|---|
| dlygate4sd2 | 1 |
| and4bb | 3 |
| clkbuf | 40 |
| clkinv | 4 |
| bufinv | 1 |
| buf | 55 |
| mux2 | 144 |
| dfxtp | 128 |
| mux4 | 32 |
| nor4b | 1 |
| dfrtp | 128 |
| clkinvlp | 2 |
| nand4b | 3 |
| inv | 130 |
| clkdlybuf4s50 | 18 |
| nand4 | 1 |
through the flow:
step	setup TNS, ns	cell area, µm²	instances	hold slack, ns
floorplan	-57.08	8480	464	0.432
global placement	-74.69	9640	892	0.466
detailed placement	-74.97	9640	892	0.474
CTS	-20.55	11000	1069	0.259
global route	-21.11	11000	1069	0.278
finish	-20.11	11000	1069	0.249
Power figures rest on the tool's default switching activity, not on a simulated workload.
