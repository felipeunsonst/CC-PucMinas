==> design/flow/design.v <==
module Complemento1 (
    input [7:0] in,
    output [7:0] out
);
    assign out = ~in;
endmodule
module Complemento2 (
    input [7:0] in,
    output [7:0] out
);
    assign out = ~in + 1;
endmodule
module Complemento_Teste;
    reg [7:0] in;
    wire [7:0] out1, out2;
    Complemento1 comp1 (
        .in(in),
        .out(out1)
    );
    Complemento2 comp2 (
        .in(in),
        .out(out2)
    );
    initial begin
        $display("Complemento de 1 e Complemento de 2 - Teste");
        in = 8'b10101010;
        #1 $display("in = %8b -> Complemento de 1 = %8b, Complemento de 2 = %8b", in, out1, out2);
        in = 8'b11001100;
        #1 $display("in = %8b -> Complemento de 1 = %8b, Complemento de 2 = %8b", in, out1, out2);
        in = 8'b00000001;
        #1 $display("in = %8b -> Complemento de 1 = %8b, Complemento de 2 = %8b", in, out1, out2);
    end
endmodule
==> design/flow/run.sh <==
#!/bin/bash
# OpenROAD 26Q1-2900-gdf79404cd8, Yosys 0.63+post, stock flow scripts
make -C /OpenROAD-flow-scripts/flow DESIGN_CONFIG=/design/flow/config.mk WORK_HOME=/design/flow/orfs finish
==> design/flow/config.mk <==
export PLATFORM = sky130hd
export DESIGN_NAME = Complemento2
export DESIGN_NICKNAME = Complemento2
export VERILOG_FILES = /design/flow/design.v
export SDC_FILE = /design/flow/constraint.sdc
export NUM_CORES = 4
export LEC_CHECK = 1
export CORE_AREA = 10 10 70 70
export DIE_AREA = 0 0 80 80
==> design/flow/constraint.sdc <==
current_design Complemento2

set clk_period 2.4
set clk_io_pct 0.2

create_clock -name clk0 -period $clk_period

set non_clock_inputs [all_inputs -no_clocks]
set_input_delay [expr $clk_period * $clk_io_pct] -clock clk0 $non_clock_inputs
set_output_delay [expr $clk_period * $clk_io_pct] -clock clk0 [all_outputs]
==> flow_metrics.tcl <==
# implementation run metrics
set metrics [dict create \
    timing.final.crit_share_pct 97.75 \
    peakVddDrop_uv 18.89 \
    via_count 195 \
    vias_per_cell 2.321 \
    synthTopCellsByCount "4 x xnor2_1, 3 x nor2_1, 2 x inv_1, 2 x xor2_1" \
    warnings 32 \
    global_route.usage.total_pct 1.778 \
    slew_headroom_pct 81.05 \
    port_buffers 16 \
    post_synth_inst_count 18 \
    critPathRequiredTime_ns 1.92 \
    fin_cells 84 \
    fillCellCount 398 \
    outcome "finished clean" \
    intPower_w 0.00003686 \
    first_global_vias 193 \
    post-route-drc-count 0 \
    flop_count 0 \
    netlist-cell-type-count 11 \
    pre_repair_dr_iteration_count 2 \
    setup_viol 0 \
    yosysWarnings 0 \
    power_leakage_nw 0.1533 \
    critical_path_peak_fanout 2 \
    postSynthAreaPerCell_sq_um 7.646 \
    endpoint_kind_of_the_worst_setup_timing_path "primary output" \
    floorplan.initialDensity_pct 4.029 \
    dp_hpwl_um 568.5 \
    antenna_found_initial 0 \
    min_path_type "in2out" \
    wirelength_um 672 \
    cp_data_arrival_time_ns 1.87 \
    whs_path_cells 4 \
    die_area_sq_um 6400 \
    most_common_cell "xnor2_1" \
    power_frac_comb_pct 100.0 \
    power.sequential.fraction_pct 0 \
    grt_first_pass_wirelength_um 924 \
    tightestPinTransition_ns 0.2834 \
    clock_buffers 0 \
    worst_hold_path.endpoint "out[2]" \
    drive_gt1_share_pct 36.84 \
    clock.fmax_mhz 426.2 \
    startpoint_of_the_lowest_slack_hold_path "in[2]" \
    grt_max_degree 5 \
    antenna_cells_inserted 0 \
    drt-initial-drc-count 4 \
    multi_input_comb_area_sq_um 160.2 \
    ff_latch_area_sq_um 0 \
    area_delta_synth_final_pct 200.0 \
    criticalPathCategory "in2out" \
    finalSetupTns_ns 0 \
    yosysChipArea_sq_um 137.6 \
    fp.dieW_um 80 \
    overflow 0 \
    placementRows 21 \
    drt-wirelength-per-cell_um 8.000 \
    ioPinCount 16 \
    place.gp.congestion 0.7271 \
    period_minus_slack_ns 2.346 \
    rsz0062_at_grt "no" \
    post_dp_cell_area_sq_um 377.9 \
    cap_viol_max_count 0 \
    top_area_cell "xnor2_1" \
    cellPowerDensity_nw_per_um2 136.1 \
    area_of_the_mapped_netlist_sq_um 137.6 \
    number_of_pins_exceeding_their_max_slew_limit_in_the_final_report 0 \
    floorplan.core_area_sq_um 3416 \
    stdcell_area_sq_um 412.9 \
    detail-route-antenna-nets 0 \
    place_inst 83 \
    yosysCellCount 18 \
    switchingPower_w 0.00001933 \
    p_clk_share_pct 0 \
    post_synth_main_area_contributors "xnor2_1 25%, nor4_4 15%, xor2_1 13%" \
    report.final.hold_viol_count 0 \
    crit_path_start_kind "input port" \
    seq_area_frac_synth_pct 0 \
    hold_buffers 0 \
    swShare_pct 34.41 \
    dieHeight_um 80 \
    synth_largest_type_area_fraction_pct 25.45 \
]
[per-layer routing]
layer / GRT usage (%) / part of all wire, %
met4: 0 / 0
met3: 1.364 / 20
met5: 0 / 0
met1: 2.373 / 49
met2: 2.327 / 32
[what timing repair did]
action,in CTS,in global routing
setup buffers,1,0
gates resized,15,5
setup endpoints to repair,7,3
pin swaps,4,0
[final cells by class]
cell class	count	area share, %
Inverter	2	1.818
Multi-Input combinational cell	15	38.79
Tap cell	46	13.94
Timing Repair Buffer	21	45.45
[worst max-delay path, cell delays in order]
cell             delay, ns
clkdlybuf4s50_1       0.41
or4_4                 0.45
nor4_4                0.27
xnor2_1               0.14
buf_2                 0.11
[per-stage QoR]
stage | hold slack [ns] | utilization, % | power (W) | worst slack, ns
floorplan | 0.9892 | - | 0.00001037 | 0.6471
global placement | 1.909 | 11.06 | 0.00005559 | -0.3157
detailed placement | 1.904 | 11.06 | 0.00005571 | -0.3184
CTS | 1.587 | 11.76 | 0.00005556 | 0.007211
global route | 1.547 | 12.09 | 0.00006232 | 0.006733
finish | 1.506 | 12.09 | 0.00005619 | 0.05394
[power by group through the flow]
stage	Combinational [W]	Clock (W)	Sequential (W)
after CTS	0.0000556	0	0
after global routing	0.0000623	0	0
final	0.0000562	0	0
[kinds of logic after synthesis]
logic type	share of synthesized area, %
and+or+nand+nor	41.81
buffers and inverters	10.91
adders and majority gates	9.089
xor gates and xnor gates	38.18
[how the worst max path moves through the flow]
stage,to,cells after the start,from,slack (ns)
after CTS,out[5],6,in[1],0.007
after global routing,out[7],5,in[1],0.007
final,out[7],5,in[1],0.05
[layout by cell type, fill, tap and decap left out, drive strengths merged]
cell type      Yosys  routed
xor2               2       2
clkbuf             0       1
nor3               1       1
dlygate4sd2        0       5
nand3              1       1
ha                 1       1
or4                1       1
buf                1       6
inv                2       2
dlymetal6s2s       0       1
xnor2              4       4
nor4               1       1
nor2               3       3
nand2              1       1
clkdlybuf4s50      0       8
Power figures rest on the tool's default switching activity, not on a simulated workload.
